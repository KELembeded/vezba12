## constraint.sdc

```tcl
current_design VGA_DMA_v1_0

set clk_period 2.9
set clk_io_pct 0.2

create_clock -name clk0 -period $clk_period [get_ports {s00_axis_aclk}]

set non_clock_inputs [all_inputs -no_clocks]
set_input_delay [expr $clk_period * $clk_io_pct] -clock clk0 $non_clock_inputs
set_output_delay [expr $clk_period * $clk_io_pct] -clock clk0 [all_outputs]
```

## run.sh

```bash
#!/bin/bash
# OpenROAD 26Q1-2900-gdf79404cd8, Yosys 0.63+post, stock flow scripts
make -C /OpenROAD-flow-scripts/flow DESIGN_CONFIG=/design/flow/config.mk WORK_HOME=/design/flow/orfs finish
```

## design.v

```verilog
`timescale 1ns / 1ps
module VGA# 
  (
   )
   (
    input logic           clk,
    input logic           reset,
    output logic          hsync,
    output logic          vsync,
    output logic [15 : 0] rgb,
    input logic [15:0]    sdata,
    input logic           svalid,
    output logic          sready,
    input logic           slast
    );
   typedef enum           logic[0:0]{not_synced, synced} states;
   states state_reg, state_next;
   logic                  clk_en=0;
   localparam integer     CLK_DIV_VAL = 4;
   localparam logic [9:0] h_end = 800;
   localparam logic [9:0] h_left_boundary = 48;
   localparam logic [9:0] h_right_boundary = 16;
   localparam logic [9:0] h_writeback = 96;
   localparam logic [9:0] h_image = 640;
   localparam logic [9:0] v_end = 525;
   localparam logic [9:0] v_bottom_boundary = 10;
   localparam logic [9:0] v_upper_boundary = 33;
   localparam logic [9:0] v_writeback = 2;
   localparam logic [9:0] v_image = 480;
   localparam logic [9:0] v_resolution = 480;
   localparam logic [9:0] h_resolution = 640;
   logic [9:0]            h_counter_reg, h_counter_next;
   logic [9:0]            v_counter_reg, v_counter_next;   
   logic                  hsync_reg, hsync_next;
   logic                  vsync_reg, vsync_next;
   logic                  sready_reg, sready_next;
   logic [$clog2(CLK_DIV_VAL):0] clock_divider_reg, clock_divider_next;
   always_ff @(posedge clk)
     begin
        if (!reset) 
          begin
             clock_divider_reg <= 0;
             h_counter_reg <= 0;
             v_counter_reg <= 0;         
             hsync_reg <= 0;
             vsync_reg <= 0;
             state_reg <= not_synced;
             sready_reg <= 0;            
          end
        else 
          begin
             clock_divider_reg <= clock_divider_next;
             h_counter_reg <= h_counter_next;
             v_counter_reg <= v_counter_next;
             hsync_reg <= hsync_next;
             vsync_reg <= vsync_next;
             state_reg <= state_next;
             sready_reg <= sready_next;           
          end
     end
   always_comb
     begin
        clk_en = 1'b0;
        clock_divider_next = clock_divider_reg;      
        if(clock_divider_reg == (CLK_DIV_VAL - 1))
          begin
             clock_divider_next = 0;
             clk_en = 1'b1;             
          end
        else 
          begin
             clock_divider_next = clock_divider_reg + 1;                 
             clk_en = 1'b0;             
          end            
     end
   always_comb 
     begin
        h_counter_next = h_counter_reg;      
        if (clk_en == 1) 
          begin
             if (h_counter_reg == (h_end - 1))
               begin
                  h_counter_next = 0;
               end
             else
               begin
                  h_counter_next = h_counter_reg + 1;
               end
          end
     end
   always_comb
     begin
        v_counter_next = v_counter_reg;      
        if ((clk_en == 1) && (h_counter_reg == (h_end - 1)))
          begin
             if (v_counter_reg == (v_end - 1))
               begin
                  v_counter_next = 0;            
               end
             else
               begin
                  v_counter_next = v_counter_reg + 1;        
               end
          end
     end
   always_comb
     begin
        hsync_next = hsync_reg;
        if (h_counter_reg >= (h_image + h_right_boundary) && h_counter_reg <= (h_image + h_right_boundary + h_writeback - 1))
          begin
             hsync_next = 1'b0;
          end
        else
          begin
             hsync_next = 1'b1;
          end
     end
   always_comb
     begin
        vsync_next = vsync_reg;
        if ((v_counter_reg >= (v_image + v_bottom_boundary)) && (v_counter_reg <= (v_image + v_bottom_boundary + v_writeback - 1)))
          begin
             vsync_next = 1'b0;         
          end
        else
          begin
             vsync_next = 1'b1;
          end
     end
   always_comb
     begin
        sready_next = 0;
        case (state_reg)
          not_synced:
            begin
               sready_next = 0;
            end
          synced:
            begin
	       if(clk_en==1'b1 && svalid==1'b1 && h_counter_next < h_image && v_counter_next < v_image)
		 sready_next = 1;   
            end
        endcase
     end
   always_comb
     begin	
	rgb = 0;
	if (state_reg==synced && (h_counter_reg < h_resolution -1) && (v_counter_reg < v_resolution-1))             
	  begin
	     rgb = sdata;                           
	  end
     end
   always_comb
     begin	
	state_next = state_reg;        
	case (state_reg)
	  not_synced:             
	    begin
	       if(svalid == 1 && (h_counter_reg == h_end - 1) && (v_counter_reg == v_end - 1))             
		 state_next = synced; 
	    end
	  synced:
	    begin
	       if(slast && (h_counter_next != h_image - 1) && (v_counter_next != v_image - 1))
		 begin
		    state_next = not_synced;
		 end
	    end  
	endcase
     end
   assign vsync = vsync_reg;
   assign hsync = hsync_reg;
   assign sready = sready_reg;
endmodule
`timescale 1 ns / 1 ps
	module VGA_DMA_AXIS #
	(
		parameter integer C_S_AXIS_TDATA_WIDTH	= 32
	)
	(
        input wire VGA_SREADY,
        output wire VGA_SVALID,
        output wire [C_S_AXIS_TDATA_WIDTH-1 :0] VGA_SDATA,
        output wire VGA_SLAST,
		input wire  S_AXIS_ACLK,
		input wire  S_AXIS_ARESETN,
		output wire  S_AXIS_TREADY,
		input wire [C_S_AXIS_TDATA_WIDTH-1 : 0] S_AXIS_TDATA,
		input wire [(C_S_AXIS_TDATA_WIDTH/8)-1 : 0] S_AXIS_TSTRB,
		input wire  S_AXIS_TLAST,
		input wire  S_AXIS_TVALID
	);
	wire  	axis_ready;
    wire    axis_valid;
    wire [C_S_AXIS_TDATA_WIDTH-1 : 0]   axis_data;
    assign VGA_SLAST = S_AXIS_TLAST;
    assign S_AXIS_TREADY = axis_ready;
    assign axis_ready    =   VGA_SREADY;
    assign VGA_SVALID    = axis_valid;
    assign axis_valid    =  S_AXIS_TVALID;
    assign VGA_SDATA    = axis_data;
    assign axis_data = S_AXIS_TDATA;
	endmodule
`timescale 1 ns / 1 ps
	module VGA_DMA_v1_0 #
	(
		parameter integer C_S00_AXIS_TDATA_WIDTH	= 32
	)
	(
        output wire hsync,
        output wire vsync,
        output wire [15 : 0]rgb, 
		input wire  s00_axis_aclk,
		input wire  s00_axis_aresetn,
		output wire  s00_axis_tready,
		input wire [C_S00_AXIS_TDATA_WIDTH-1 : 0] s00_axis_tdata,
		input wire [(C_S00_AXIS_TDATA_WIDTH/8)-1 : 0] s00_axis_tstrb,
		input wire  s00_axis_tlast,
		input wire  s00_axis_tvalid
	);
    wire [15:0] VGA_SDATA;
    wire VGA_SREADY;
    wire VGA_SVALID;
    wire VGA_SLAST;
	VGA_DMA_AXIS # ( 
		.C_S_AXIS_TDATA_WIDTH(C_S00_AXIS_TDATA_WIDTH)
	) VGA_DMA_AXIS_inst (
		.S_AXIS_ACLK(s00_axis_aclk),
		.S_AXIS_ARESETN(s00_axis_aresetn),
		.S_AXIS_TREADY(s00_axis_tready),
		.S_AXIS_TDATA(s00_axis_tdata),
		.S_AXIS_TSTRB(s00_axis_tstrb),
		.S_AXIS_TLAST(s00_axis_tlast),
		.S_AXIS_TVALID(s00_axis_tvalid),
		.VGA_SREADY(VGA_SREADY),
		.VGA_SVALID(VGA_SVALID),
		.VGA_SDATA(VGA_SDATA),
		.VGA_SLAST(VGA_SLAST)
	);
	VGA #(
	     )
	     VGA_inst(.clk(s00_axis_aclk),
	              .reset(s00_axis_aresetn),
	              .rgb(rgb),
	              .sdata(VGA_SDATA),
	              .svalid(VGA_SVALID),
	              .sready(VGA_SREADY),
	              .slast(VGA_SLAST),
	              .hsync(hsync),
	              .vsync(vsync));
	endmodule
```

## config.mk

```make
export PLATFORM = sky130hd
export DESIGN_NAME = VGA_DMA_v1_0
export DESIGN_NICKNAME = VGA_DMA_v1_0
export VERILOG_FILES = /design/flow/design.v
export SDC_FILE = /design/flow/constraint.sdc
export NUM_CORES = 4
export LEC_CHECK = 1
export CORE_AREA = 10 10 99 99
export DIE_AREA = 0 0 109 109
```

==> results.yml <==
# physical design summary
finish:
  mostFrequentLayoutCells: "clkdlybuf4s50_1 (27), nor2_1 (26), dfxtp_1 (23), nand2_1 (16), and2_1 (13)"
  post-route-cell-area_um2: 2360
  areaGrowthSynthToFinish_pct: 31.8
  final_layout_size_suffix_gt1_share_pct: 16.2
  final_common_cell: "clkdlybuf4s50_1"
  fill_cells: 814
placement:
  placed_instance_area_um2: 2230
  placement.setup.worst_slack_ns: 0.0599
  buffer_ports.inserted: 38
  post-dp-hpwl_um: 3310
  globalplace.congestion: 0.824
synthesis:
  synth.area.top_cells: "dfxtp_1 (30%), and2_1 (6.3%), xor2_1 (5.9%), nor2_1 (5.4%), ha_1 (4.9%)"
  area_leader_share_pct: 30.1
  synth.largest_area_cell: "dfxtp_1"
  synth-warning-count: 2
  area_reported_by_yosys_stat_um2: 1790
  flop_cell: "dfxtp_1"
  synth_area_um2: 1790
  async_reset_ff_share_pct: 0
  synth_flop_count: 27
  synth.yosys.num_cells: 223
  syn_inst: 223
  synth_sequential_area_ratio_pct: 30.1
  enable_flop_cells: 0
  synth.avg_cell_area_um2: 8.04
  synth.lib_cells_used.distinct: 48
cts:
  clock-root-buffer: "clkbuf_8"
  clock_latency_ns: 0.27
  sinks_on_the_clock_net: 27
  clk_pin_slew_ns: 0.09
  tritoncts: "built"
  cts_buffer_count: 3
  hold_buffers: 0
  number_of_buffers_between_clock_root_and_the_deepest_sink: 2
  htreeDepth: 1
sta:
  final.hold.worst_slack_ns: 0.424
  worst-slew-pin-transition_ns: 0.563
  clock-skew-final_ns: 0.00566
  maxClockFrequency_mhz: 350
  min_period_over_period_pct: 98.6
  grt_setup_unrepaired: "true"
  finalWorstPathRequiredPeriod_ns: 2.86
  max_slew_margin_pct: 62.4
  finalWorstSetupSlack_ns: 0.0417
  maxSlewViolCount: 0
  final_setup_viols: 0
  timing_hold_violations_final: 0
die:
  core_area_um2: 7730
  fp-row-count: 32
  dieHeight_um: 109
  chip_area_um2: 11900
  die_x_um: 109
  ioPinCount: 59
  pre_place_util_pct: 23.2
setup_path:
  rr_startpoint: "VGA_inst.v_counter_reg[0]"
  critical_path_required_ns: 2.32
  timing.critical_path.cells: "ha_4 -> and3_4 -> a211oi_2 -> o22ai_1 -> nor3b_2 -> buf_4 -> and2_1 -> clkdlybuf4s50_1"
  crit_arrival_ns: 2.28
  crit_type: "reg2out"
  timing.reg2reg.worst_path_depth: 8
  worst_setup_path_start_kind: "register"
  critical_path.slowest_cell: "clkdlybuf4s50_1"
  worstPathMaxFanout: 8
  worst_path_largest_cell_delay_ns: 0.47
  crit_path_end_kind: "output port"
  setup_slack_of_the_most_critical_reg_to_reg_path_ns: 0.39
  critical_r2r_capture: "VGA_inst.state_reg"
run_status:
  run_status: "finished clean"
global_route:
  antenna_found_initial: 0
  grt_max_degree: 16
  grtUsageTotal_pct: 7.35
  grt_first_pass_wirelength_um: 7310
  grt_total_ovfl: 0
  first_global_vias: 1565
hold_path:
  timing.hold.worst.start: "VGA_inst.clock_divider_reg[0]"
  holdCritPathClass: "reg2reg"
  min_path_cells: 1
  hold-path-endpoint: "VGA_inst.clock_divider_reg[0]"
pwr:
  fin_total_pwr_mw: 0.658
  power_density_nw_per_um2: 279
  vdd_ir_drop_max_v: 0.000143
  p_leak_nw: 0.972
routing:
  total_number_of_vias: 1588
  detail_route.vias_per_cell: 4.40
  wl_um: 4460
  post-route-drc-count: 0
  routed_wire_length_per_instance_um: 12.3
  ant_nets: 0
  route.antenna.diode_count: 0
  drt_iter0_markers: 69
  drt_first_pass_iters: 5
flow_run:
  openroad.warnings: 50
  drv_cap: 0
==> worst max-delay path by stage <==
stage	start	end
final	VGA_inst.h_counter_reg[0]	rgb[0]
after global routing	VGA_inst.h_counter_reg[0]	rgb[0]
after CTS	VGA_inst.h_counter_reg[1]	rgb[15]
==> layer usage <==
layer  global-route usage [%]  vias to the layer above  routed length, um
li1                         -                      837                  -
met1                     9.68                      726               2050
met2                     12.6                       21               2230
met3                     1.31                        4                155
met4                    0.942                        0                 18
met5                        0                        -                  0
==> report_power, final <==
| group | switching (mW) | leakage [nW] | total, mW | internal, mW |
|---|---|---|---|---|
| Clock | 0.123 | 0.0255 | 0.219 | 0.0964 |
| Combinational | 0.0225 | 0.726 | 0.0576 | 0.0351 |
| Sequential | 0.00315 | 0.221 | 0.381 | 0.378 |
==> cell usage after synthesis, types with 3 or more instances <==
library cell  instances
dfxtp_1              27
nor2_1               26
and2_1               18
nand2_1              16
xor2_1               12
inv_1                11
nand3_1              11
nand4_1              10
a21oi_1               8
ha_1                  7
clkbuf_1              6
buf_2                 5
nor3_1                5
o21ai_0               5
a31oi_1               4
and3_1                4
xnor2_1               4
buf_6                 3
or3_1                 3
==> layout make-up <==
class | instances | area (um2) | share of cell area (%)
flip-flops and latches | 27 | 546 | 23.1
inverters | 11 | 41.3 | 1.75
clock inverters | 1 | 5.00 | 0.212
clock buffers | 3 | 41.3 | 1.75
well taps | 102 | 128 | 5.40
multi-input cells | 168 | 1130 | 48.0
repair buffers | 49 | 468 | 19.8
==> critical path: cells and delay by family (launching register included) <==
kind,cells,cell delay (ns)
flip-flops,1,0.35
AND/OR/NAND/NOR,3,0.54
adder cells (fa/ha/maj),1,0.16
buffers and inverters,2,0.66
AND-OR/OR-AND,2,0.31
==> stage by stage <==
stage,TNS (ns),util [%],cells
3_5_place_dp,0,28.9,352
4_1_cts,0,30.1,359
3_3_place_gp,0,28.9,352
5_1_grt,-0.673,30.6,361
2_1_floorplan,0,-,223
6_report,0,30.6,361
==> kinds of logic after synthesis <==
group,Yosys count,share of synthesized area [%]
multiplexers,2,1.12
AND-OR/OR-AND,30,10.9
AND/OR/NAND/NOR,113,36.4
adder cells (fa/ha/maj),7,4.88
buffers and inverters,28,8.79
XOR/XNOR,16,7.82
flip-flops,27,30.1
==> repair_timing <==
| action | in CTS | in global routing |
|---|---|---|
| endpoints found under the setup margin | 16 | 11 |
| gates cloned | 1 | 0 |
| pin swaps | 3 | 1 |
| setup buffers | 2 | 2 |
| resized | 16 | 16 |
No activity file was given, so power comes from the tool's default toggle rates.
